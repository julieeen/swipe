===== ./config.mk =====
export PLATFORM = sky130hd
export DESIGN_NAME = dnano_interface
export DESIGN_NICKNAME = dnano_interface
export VERILOG_FILES = /design/flow/design.v
export SDC_FILE = /design/flow/constraint.sdc
export NUM_CORES = 4
export LEC_CHECK = 1
export CORE_UTILIZATION = 50

===== ./constraint.sdc =====
current_design dnano_interface

set clk_period 3.1
set clk_io_pct 0.2

create_clock -name clk0 -period $clk_period [get_ports {clk}]

set non_clock_inputs [all_inputs -no_clocks]
set_input_delay [expr $clk_period * $clk_io_pct] -clock clk0 $non_clock_inputs
set_output_delay [expr $clk_period * $clk_io_pct] -clock clk0 [all_outputs]

===== ./design.v =====
module dnano_interface (
  button_n, dip, leds,
  haddr,      
  busy,       
  wr_enable,  
  wr_data,    
  rd_enable,   
  rd_data,     
  rd_rdy,     
  rd_ack,     
  rst_n, clk
);
parameter HADDR_WIDTH = 24;
localparam DOUBlE_CLICK_WAIT = 19;
localparam LED_BLINK = 20;
input        button_n;
input  [3:0] dip;
output [7:0] leds;
output [HADDR_WIDTH-1:0]   haddr;
output [15:0]              wr_data;
input  [15:0]              rd_data;
input                      busy;
output                     rd_enable;
input                      rd_rdy;
output                     rd_ack;
output                     wr_enable;
input                      rst_n;
input                      clk;
wire  [15:0]              wr_data;
reg   [15:0]              rd_data_r;
reg   [LED_BLINK-1:0]     led_cnt;
wire  [7:0]               leds;
wire                      wr_enable;
reg                       rd_ack_r;
wire  dbl_clck_rst_n;
assign dbl_clck_rst_n = rst_n & ~busy;
assign wr_data = {dip, dip, ~dip, ~dip};
assign leds = led_cnt[LED_BLINK-1] ? rd_data_r[15:8] : rd_data_r[7:0]; 
assign haddr  = {(HADDR_WIDTH/4){dip}};
assign rd_ack = rd_ack_r;
always @ (posedge clk) 
 if (~rst_n) 
  led_cnt <= {LED_BLINK{1'b0}};
 else
  led_cnt <= led_cnt + 1'b1;
always @ (posedge clk)
 if (~rst_n)
   begin
   rd_data_r <= 16'b0;
   rd_ack_r <= 1'b0;
   end
 else
   begin   
   rd_ack_r <= rd_rdy;
   if (rd_rdy)
     rd_data_r <= rd_data;
   else 
     rd_data_r <= rd_data_r;
   end
double_click #(.WAIT_WIDTH(DOUBlE_CLICK_WAIT)) double_clicki (
  .button  (~button_n),
  .single  (wr_enable),
  .double  (rd_enable),  
  .clk     (clk),
  .rst_n   (dbl_clck_rst_n)
);
endmodule
module double_click (
  button, 
  single, double,  
  clk, rst_n
);
parameter WAIT_WIDTH = 19;
input  button;
output single, double;
input clk, rst_n;
reg btn_now, btn_last, collect;
reg [2:0] click_cnt;
reg [WAIT_WIDTH-1:0] dbl_click_cnt;
assign single = (!dbl_click_cnt & (click_cnt == 3'b001)) ? 1'b1 : 1'b0;
assign double = (!dbl_click_cnt & (click_cnt != 3'b001)) ? 1'b1 : 1'b0;
wire btn_down = btn_now & ~btn_last;
always @ (negedge clk)
 if (~rst_n) 
  { btn_last, btn_now } <= 2'b00;
 else
  { btn_last, btn_now } <= { btn_now, button };
always @ (posedge clk) 
 if (~rst_n)
  begin
  click_cnt <= 3'd0;
  dbl_click_cnt <= {WAIT_WIDTH{1'b1}};
  collect <= 1'b0;
  end
 else
  begin
  if (collect & (dbl_click_cnt != {WAIT_WIDTH{1'b0}})) 
    dbl_click_cnt <= dbl_click_cnt - 1'b1;
  else
    dbl_click_cnt <= dbl_click_cnt;
  if (btn_down)
    begin
    collect <= 1'b1;
    click_cnt <= click_cnt + 1'b1;
    end
  else
    begin
    collect <= collect;
    click_cnt <= click_cnt;
    end  
  end
endmodule

===== ./run.sh =====
#!/bin/bash
# OpenROAD 26Q1-2900-gdf79404cd8, Yosys 0.63+post, stock flow scripts
make -C /OpenROAD-flow-scripts/flow DESIGN_CONFIG=/design/flow/config.mk WORK_HOME=/design/flow/orfs finish

==> highlights.md <==
## Synthesis
- 0% — fraction of registers with async set/reset
- 0 — number of synthesized flops with an enable pin
- sky130_fd_sc_hd__dfxtp_1 — most repeated cell in the gate-level netlist after synthesis
- 39 — Distinct lib cells used
- 62 — flip-flop and latch count after synthesis
- 40.3% — Top-area cell share
- 3080 um^2 — chip area estimate from yosys synthesis
- sky130_fd_sc_hd__dfxtp_1 — post-synthesis cell type with the largest combined area
- 2 — number of warning messages in the yosys log
- 62 x sky130_fd_sc_hd__dfxtp_1, 49 x sky130_fd_sc_hd__nor2_1, 37 x sky130_fd_sc_hd__buf_4 — synth cell count leaders
- sky130_fd_sc_hd__dfxtp_1 40%, sky130_fd_sc_hd__buf_4 9.0%, sky130_fd_sc_hd__mux2i_1 8.1%, sky130_fd_sc_hd__nor2_1 6.0%, sky130_fd_sc_hd__mux2_2 3.3% — largest cells by area after synthesis
- sky130_fd_sc_hd__dfxtp_1 — Dominant flop cell
- 345 — Cells after Synth
- 8.94 um^2 — synthesized area divided by synthesized cell count
- 40.3% — portion of the post-synthesis area used by sequential elements
- 345 — cells in synth_stat.txt
- 3080 um^2 — Syn Std Cell Area

## Critical path
- 2.48 ns — CP Data Required Time
- 5 — cell count of the worst reg-to-reg path
- double_clicki.dbl_click_cnt[0] — worst setup path start
- 0.54 ns — R2R Setup Slk
- output pin — CP endpoint kind
- 2.29 ns — data arrival at the endpoint of the critical path
- double_clicki.btn_now — worst flop-to-flop path startpoint
- double_clicki.click_cnt[2] — capturing point of the worst reg2reg path
- 4 — maximum fanout along the worst path
- flip-flop — Critical Path Source Type
- wr_enable — crit path capture
- reg2out — type of the worst setup path

## Routing
- 12.5 um — average wire per cell in the routed design
- 0 — ANT nets after route
- 0 — Antenna diodes
- 0 — Remaining DRCs
- 5.87 mm — routed wire length
- 2418 — DR vias
- 4 — iteration count of the initial detailed-routing pass
- 103 — detailed router's first-iteration violation count
- 5.13 — Avg Vias per Cell

## Worst hold path
- reg2reg — worst hold path type

## Final timing
- 0.193 ns — post-route setup slack
- 0.658 ns — Least-Margin Pin Slew
- 0.0430 ns — Clock Skews
- 0 — final count of pins violating max slew
- 2.91 ns — shortest period the worst path allows
- 55.8% — worst max-slew margin expressed relative to the limit
- 0.344 GHz — Peak Freq
- 0.443 ns — Hold Worst Slack
- false — unrepaired setup endpoints after global routing
- 0 ns — final sum of negative setup slack
- 93.8% — Final period util
- 0 — count of final setup violators
- 0 — number of hold violations in the final report

## CTS
- 2 — maximum number of buffers from clock root to sink
- 0.06 ns — Reg clk slew, reported paths
- 0 — setup bufs post-CTS
- 0.37 ns — worst-skew pair later-pin latency
- 62 — number of sinks handled by clock tree synthesis
- 3 — H-tree level count
- sky130_fd_sc_hd__clkbuf_8 — CTS root buffer
- 9 — number of buffers inserted during clock tree synthesis
- yes — CTS tree

## Global route
- 36 — pin count of the biggest net entering global routing
- 18.7% — overall global routing resource usage
- 2114 — via count of the first global-routing pass
- 9.23 mm — first-pass GRT wire length
- 0 — GRT overflow
- 0 — initial antenna violation count

## Placement
- 75 — count of buffers inserted at the top-level ports
- 4.03 mm — hpwl dp
- 0.0494 ns — pre-CTS setup slack
- 3660 um^2 — placed cell area
- 0.833 — weighted congestion reported at the end of routability-driven placement

## Die
- 80.5 um — width of the chip
- 28 — number of rows in the core area
- 76 — io pins
- 6480 um^2 — area of the chip
- 80.5 um — vertical extent of the die
- 5920 um^2 — Placeable Area
- 52.1% — share of the core filled by cells before placement

## Pwr
- 0.00142 uW — static leakage
- 368 uV — peak supply drop
- 417 nW/um^2 — Pwr per Cell Area

## Final layout
- 3850 um^2 — Final Cell Area
- 65.0% — final cell utilization of the core
- 24.9% — synthesis-to-layout area growth
- 10.9% — share of layout cells above drive strength 1

## Run status
- complete, no violations — outcome

## Run
- 0 — count of max-cap constraint violations
- 29 — OpenROAD warning count

-- flip-flops by register name, summed over array words and instances, names as in the netlist --
name	cells
led_cnt	20
double_clicki.dbl_click_cnt	19
rd_data_r	16
double_clicki.click_cnt	3
double_clicki.btn_last	1
double_clicki.btn_now	1
double_clicki.collect	1
rd_ack_r	1
-- worst max-delay path: stages, from the launching register on --
cell	delay, ns
sky130_fd_sc_hd__dfxtp_1	0.33
sky130_fd_sc_hd__inv_1	0.07
sky130_fd_sc_hd__ha_1	0.17
sky130_fd_sc_hd__or3b_2	0.48
sky130_fd_sc_hd__nor2_2	0.11
sky130_fd_sc_hd__nand3_1	0.13
sky130_fd_sc_hd__nor3b_2	0.19
sky130_fd_sc_hd__clkdlybuf4s50_1	0.47
-- per-layer routing --
metal / global-route usage (%) / wire length [um] / share of wire (%)
met5: 0 / 0 / 0
met4: 2.14 / 64 / 1.1
met3: 5.07 / 308 / 5.2
met2: 27.9 / 2480 / 42
met1: 28.5 / 3020 / 51
-- layout make-up --
cell class,instances,area (um^2)
clock buffer,10,138
clock inverter,8,43.8
fill,504,2070
inverter,10,37.5
multi-input combinational,223,1490
sequential,62,1240
tap,75,93.8
timing repair buffer,83,811
-- cells in the final DEF (no fill, tap or decap), drive strengths merged, types with 9 or more instances in the layout --
| master | instances |
|---|---|
| nor2 | 49 |
| nand2 | 13 |
| or4 | 10 |
| mux2 | 9 |
| xor2 | 11 |
| dfxtp | 62 |
| clkbuf | 10 |
| nand3 | 12 |
| mux2i | 25 |
| a21oi | 11 |
| clkdlybuf4s50 | 75 |
| and2 | 12 |
| inv | 12 |
-- stage by stage --
stage / instances / total power [uW]
floorplan: 345 / 925
global placement: 454 / 1010
detailed placement: 454 / 1010
CTS: 471 / 1630
global route: 471 / 1690
finish: 471 / 1610
-- power by group --
part,switching [uW],internal [uW],leakage (uW)
clock network,316,309,0.0000951
logic,48.0,109,0.000817
registers,9.99,815,0.000505
-- timing repair --
item | in CTS | in global routing
hold buffers | 0 | 0
resized | 0 | 3
endpoints found under the setup margin | 0 | 1
-- cell families after synthesis --
family / Yosys count / synth area share, %
xor gates and xnor gates: 14 / 3.98
buffers and inverters: 60 / 11.9
AOI/OAI and AO/OA: 32 / 6.25
adders and majority gates: 4 / 1.62
muxes: 34 / 11.4
DFF: 62 / 40.3
and+or+nand+nor: 139 / 24.6
-- worst min-delay path by stage --
stage | from | end | cells past startpoint
final | double_clicki.btn_now | double_clicki.btn_last | 1
after CTS | double_clicki.btn_now | double_clicki.btn_last | 1
after global routing | double_clicki.btn_now | double_clicki.btn_last | 1
Power and IR drop assume default switching activity.

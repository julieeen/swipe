File: /design/flow/constraint.sdc
current_design MatchOnCard

set clk_period 3.4
set clk_io_pct 0.2

create_clock -name clk0 -period $clk_period [get_ports {SPICLK_cpu}]
create_clock -name clk1 -period $clk_period [get_ports {SYSCLK}]

set non_clock_inputs [all_inputs -no_clocks]
set_input_delay [expr $clk_period * $clk_io_pct] -clock clk0 $non_clock_inputs
set_output_delay [expr $clk_period * $clk_io_pct] -clock clk0 [all_outputs]
File: /design/flow/config.mk
export PLATFORM = sky130hd
export DESIGN_NAME = MatchOnCard
export DESIGN_NICKNAME = MatchOnCard
export VERILOG_FILES = /design/flow/design.v
export SDC_FILE = /design/flow/constraint.sdc
export NUM_CORES = 4
export LEC_CHECK = 1
export CORE_UTILIZATION = 30
File: /design/flow/design.v
`timescale 1ms / 1ps 
module MatchOnCard(
  input wire CSN_cpu,
  output wire MISO_cpu,
  input wire SPICLK_cpu,
  input wire MOSI_cpu,
  input wire MISO_sensor,
  output wire mem_spi_en,
  input wire mem_spi_miso,
  output wire mem_spi_clk,
  output wire mem_spi_mosi,
  input SYSCLK,
  output reg SYSCLKout = 0,
  input key0,  
  input key1,
  output reg testout = 0, 
  output wire time_trigger,
  output reg LED0 = 0,        
  output reg LED1 = 0 
);
reg CSN_cpu_sync = 0;
reg SPICLK_cpu_sync = 0;
reg MOSI_cpu_sync = 0;
wire [7:0] cpu_cmd_wire;
wire slave_valid;
reg slave_valid_syc = 0;
reg [7:0] sensor_out = 8'h00;
reg CSN_manual = 1'b0;
wire MISO_cpu_spoofed;
spi_slave slave(
   .CPOL(1'b0), 
   .CPHA(1'b0),
   .datai( sensor_out ),    
   .datao( cpu_cmd_wire ),  
   .csb( CSN_cpu ), 
   .din( MOSI_cpu ),
   .sclk( SPICLK_cpu ),
   .dout( MISO_cpu_spoofed ),
   .valid( slave_valid )
);
wire [3:0] clk_divider = 6;
wire [7:0] mem_spi_data_get; 
reg [7:0] mem_spi_data_get_sync = 8'h00;
reg [7:0] mem_spi_data_send = 8'hAA;
reg mem_spi_go = 0;
wire mem_spi_busy;
reg mem_spi_busy_sync;
reg mem_spi_reset = 1'b1;
spi_master spi_i(
   .clk(SYSCLK),
   .resetb(mem_spi_reset),  
   .CPOL(1'b0), 
   .CPHA(1'b0),
   .clk_divider(clk_divider),
   .go(mem_spi_go),
   .datai(mem_spi_data_send),  
	.datao(mem_spi_data_get),   
   .busy(mem_spi_busy),
   .done(),
   .csb(mem_spi_en),  
   .din(mem_spi_mosi),   
   .sclk(mem_spi_clk),
   .dout(mem_spi_miso)   
);
reg mode = 1'b0;
assign MISO_cpu = (mode == 1'b1) ? MISO_sensor : MISO_cpu_spoofed;
reg [15:0] wakeup_timeout = 16'h0;
reg [15:0] state = 16'h0000;
reg [31:0] auto_reset_cnt = 32'h0;	
reg [31:0] timeattack_cnt = 32'h0;
reg timeattack_trigger = 1'b0;	
reg [7:0] cnt_c4 = 8'h0;
assign time_trigger = (timeattack_trigger &  MOSI_cpu) ? 1'b1 : 1'b0;
always @ (posedge SYSCLK) begin
	SYSCLKout <= !SYSCLKout;
	mem_spi_data_send <= cpu_cmd_wire;	
	mem_spi_go <= mem_spi_go;
	state <= state;
	slave_valid_syc <= slave_valid;
	wakeup_timeout <= wakeup_timeout;
	mem_spi_reset <= mem_spi_reset;
	CSN_manual <= CSN_manual;
	mem_spi_busy_sync <= mem_spi_busy;
	mode <= mode;
	timeattack_trigger <= timeattack_trigger;
	timeattack_cnt <= timeattack_cnt;
	CSN_cpu_sync <= CSN_cpu;
	SPICLK_cpu_sync <= SPICLK_cpu;
	MOSI_cpu_sync <= MOSI_cpu;
	mem_spi_data_get_sync <= mem_spi_data_get;
	if(key0 == 0) begin  
		state <= 16'h0000;
		wakeup_timeout <= 0;
		LED0 <= 1'b0;
		LED1 <= 1'b0;
		mode <= 1'b0;
	end
	if(key1 == 0) begin  
		state <= 16'h00;
		LED0 <= 1'b1;
		LED1 <= 1'b1;
		mode <= 1'b1;
	end
	testout <= cnt_c4[0];
	if( state > 16'h0000) begin
		if((CSN_cpu_sync == 1'b0) & (SPICLK_cpu_sync == 1'b0) & (MOSI_cpu_sync == 1'b0) ) begin
			auto_reset_cnt <= auto_reset_cnt + 1;
			if(auto_reset_cnt > 32'hBEBC20) begin
				auto_reset_cnt <= 32'h0;
				state <= 16'h0;
			end
		end
		else begin
			auto_reset_cnt <= 32'h0;
		end
	end
	case(state)
		16'h0000: begin 
			if((CSN_cpu_sync == 1'b1) & (SPICLK_cpu_sync == 1'b0) & (MOSI_cpu_sync == 1'b1) ) begin
				wakeup_timeout <= wakeup_timeout + 1;
			end
			else begin
				wakeup_timeout <= 16'h0;
			end
			if(wakeup_timeout > 16'h005CC6) begin
				state <= state + 1;
			end
			sensor_out <= 8'h00;
			mem_spi_reset <= 1'b0;
		end
		16'h0001: begin
			sensor_out <= 8'h00;
			timeattack_cnt <= 32'h0;
			timeattack_trigger <= 1'b0;
			cnt_c4 <= 8'h0;
			if(mem_spi_data_send == 8'hFC) begin
				state <= state + 1;
				mem_spi_reset <= 1'b1;
			end
		end
		16'h0002: begin
			state <= state + 1;
			mem_spi_go <= 1;
			if(mem_spi_data_send == 8'hC4) begin
				cnt_c4 <= cnt_c4 + 1;
			end
		end
		16'h0003: begin 
			if(mem_spi_busy_sync == 1) begin
				state <= state + 1;
				mem_spi_go <= 0;
			end
		end
		16'h0004: begin 
			if(mem_spi_busy_sync == 0) begin
				state <= state + 1;
			end
		end
		16'h0005: begin
			sensor_out <= mem_spi_data_get_sync;
			state <= state + 1;
		end
		16'h0006: begin 
			if(slave_valid_syc == 0) begin
				state <= state + 1;
				if(cnt_c4 == 8'd2)begin
					timeattack_cnt <= timeattack_cnt + 1;
				end
				if(timeattack_cnt == 16'h9000) begin     
					timeattack_trigger <= 1'b1;
				end
				else begin
					timeattack_trigger <= 1'b0;
				end
			end
		end
		16'h0007: begin 
			if(slave_valid_syc == 1) begin
				state <= 16'h0002;		
			end			
		end
	endcase
end
endmodule
module spi_master
  #(parameter DATA_WIDTH=8,
    NUM_PORTS=1,
    CLK_DIVIDER_WIDTH=4,
    SAMPLE_PHASE=0
    )
  (input clk,
   input resetb,
   input CPOL, 
   input CPHA,
   input [CLK_DIVIDER_WIDTH-1:0] clk_divider,
   input go,
   input [(NUM_PORTS*DATA_WIDTH)-1:0] datai,
   output [(NUM_PORTS*DATA_WIDTH)-1:0] datao,
   output reg busy,
   output reg done,
   input [NUM_PORTS-1:0] dout,
   output [NUM_PORTS-1:0] din,
   output reg csb,
   output reg sclk
   );
   reg  [CLK_DIVIDER_WIDTH-1:0]  clk_count;
   wire [CLK_DIVIDER_WIDTH-1:0]  next_clk_count = clk_count + 1;
   wire pulse = next_clk_count == (clk_divider >> 1);
   reg    state;
   function integer log2;
      input integer value;
      integer       count;
      begin
         value = value-1;
         for (count=0; value>0; count=count+1)
           value = value>>1;
         log2=count;
      end
   endfunction
   localparam LOG2_DATA_WIDTH = log2(DATA_WIDTH+1);
   reg [LOG2_DATA_WIDTH:0] shift_count;
   wire start = shift_count == 0;
   wire stop  = shift_count >= 2*DATA_WIDTH-1;
   reg 	stop_s;
   localparam IDLE_STATE = 0,
              RUN_STATE = 1;
   sro #(.DATA_WIDTH(DATA_WIDTH)) sro[NUM_PORTS-1:0]
     (.clk(clk),
      .resetb(resetb),
      .shift(pulse && !csb && (shift_count[0] == SAMPLE_PHASE) && !stop_s),
      .dout(dout),
      .datao(datao));
   sri #(.DATA_WIDTH(DATA_WIDTH)) sri[NUM_PORTS-1:0]
     (.clk(clk),
      .resetb(resetb),
      .datai(datai),
      .sample(go && (state == IDLE_STATE)),  
      .shift(pulse && !csb && (shift_count[0] == 1) && !stop),
      .din(din));
   always @(posedge clk or negedge resetb) begin
		csb <= csb;
      if(!resetb) begin
         clk_count <= 0;
         shift_count <= 0;
         sclk  <= 1;
         csb   <= 1;
         state <= IDLE_STATE;
         busy  <= 0;
         done  <= 0;
	 stop_s <= 0;
      end else begin
         if(pulse) begin
            clk_count <= 0;
	    stop_s <= stop;
         end else begin
            clk_count <= next_clk_count;
         end
         if(state == IDLE_STATE) begin
            csb  <= 1;
            shift_count <= 0;
            done <= 0;
            if(go && !busy) begin  
               state  <= RUN_STATE;
               busy   <= 1;
            end else begin
               busy   <= 0;
            end
         end else begin
            if(pulse) begin
               if(stop) begin
                  if(done) begin
		     state <= IDLE_STATE;
		     done <= 0;
		     busy <= 0;
		  end else begin
                     done  <= 1;
		  end
               end else begin
                  csb <= 0;
                  if(!csb) begin 
                     shift_count <= shift_count + 1;
                  end
               end
            end
         end
         if(pulse) begin
            if((CPHA==1 && state==RUN_STATE && !stop) || 
               (CPHA==0 && !csb && !stop)) begin
               sclk <= !sclk;
            end else begin
               sclk <= CPOL;
            end
         end
      end
   end
endmodule  
module sri
  #(parameter DATA_WIDTH=16)
  (input clk,
   input resetb,
   input [DATA_WIDTH-1:0] datai,
   input sample,
   input shift,
   output din
   );
   reg [DATA_WIDTH-1:0] sr_reg;
   assign din = sr_reg[DATA_WIDTH-1];
   always @(posedge clk or negedge resetb) begin
      if(!resetb) begin
         sr_reg <= 0;
      end else begin
         if(sample) begin
            sr_reg <= datai;
         end else if(shift) begin
            sr_reg <= sr_reg << 1;
         end
      end
   end   
endmodule
module sro
  #(parameter DATA_WIDTH=16)
  (input clk,
   input resetb,
   input shift,
   input dout,
   output reg [DATA_WIDTH-1:0] datao
   );
   reg                     dout_s;
   always @(posedge clk or negedge resetb) begin
      if(!resetb) begin
         dout_s <= 0;
         datao <= 0;
      end else begin
         dout_s <= dout;
         if(shift) begin
            datao <= { datao[DATA_WIDTH-2:0], dout_s };
         end
      end
   end
endmodule
module spi_slave(
   input CPOL, 
   input CPHA,
   input [7:0] datai,
   output reg [7:0] datao,
   output dout,
   input din,
   input csb,
   input sclk,
   output valid
   );
  reg [2:0] bit_cnt = 3'h0;
  assign valid = ((bit_cnt == 0)) ? 1 : 0;
  assign dout = (csb == 0) ? datai[7-bit_cnt] : 0;
  always @(posedge sclk or posedge csb) begin
    if (csb == 1) begin
    end
    else if (csb == 0) begin
      if(sclk == 1) begin
        datao[7-bit_cnt] <= din;
      end
    end
  end
  always @(negedge sclk or posedge csb) begin
    if (csb == 1) begin
      bit_cnt = 3'h0;
    end
    else if (csb == 0) begin
      bit_cnt <= bit_cnt + 1;
    end
  end
endmodule
File: /design/flow/run.sh
#!/bin/bash
# OpenROAD 26Q1-2900-gdf79404cd8, Yosys 0.63+post, stock flow scripts
make -C /OpenROAD-flow-scripts/flow DESIGN_CONFIG=/design/flow/config.mk WORK_HOME=/design/flow/orfs finish
==> flow_summary_export.csv <==
group,metric,value,unit
detailed_routing,drt_iter0_drc,422,
pwr,p_leak,3.85,nW
grt,antenna_found_initial,0,
final_timing,finClkSkew,0.0524,ns
final_layout,reg_top3,"auto_reset_cnt x32, timeattack_cnt x32",
synthesis,top_cell_area_share,37.8,%
pwr,p_per_area,715,nW/um2
final_timing,final_max_slew_viol_count,0,
synthesis,ys_seq_share,57.6,%
outcome,outcome,"finished with violations",
synthesis,synth_area,8490,um2
final_timing,tightest_slew,0.782,ns
flow_run,drv_cap,0,
outcome,violations,"setup timing",
critical_path,arrival,3.53,ns
grt,grt_pass1_vias,5270,
synthesis,syn_avg_cell_area,11.2,um2
detailed_routing,num_vias,5447,
floorplan,fp_util,30.6,%
critical_path,r2r-start,"slave.bit_cnt[0]$_DFFE_NP0N_",
clock_network,clk_pin_slew,0.06,ns
grt,grt_pass1_wl,25700,um
final_timing,layout_setup_ws,-0.811,ns
final_layout,synthToLayoutAreaGrowth,20.6,%
final_layout,drive_gt1_share,14.0,%
synthesis,async_flop_share,19.2,%
pwr,peakVddDrop,0.387,mV
synthesis,synth-warning-count,5,
place,place_inst,1151,
grt,overflow,0,
synthesis,ff_type,"edfxtp_1",
floorplan,die_w,170,um
synthesis,yosys.area.top_type,"edfxtp_1",
detailed_routing,viasPerCell,4.54,
detailed_routing,routed_wl,15400,um
grt,track_usage,11.4,%
critical_path,critical_path.startpoint,"slave.bit_cnt[0]$_DFFE_NP0N_",
grt,grt_max_degree,35,
worst_hold_path,hold_path.class,"clk2reg",
synthesis,ys_seq_elements,182,
flow_run,warnings,39,
critical_path,start_kind,"flop",
detailed_routing,drc,0,
place,globalplace.congestion,0.843,
critical_path,rrSetupSlack,-0.54,ns
synthesis,synthCells,756,
final_layout,final_cells,1199,
critical_path,cp.required,2.72,ns
floorplan,core_area,27800,um2
detailed_routing,drt-wirelength-per-cell,12.8,um
critical_path,critPathMaxFanout,3,
final_timing,relSlewSlack,47.4,%
final_layout,fillers,2628,
place,place.port_buffers,15,
final_layout,post-route-util,36.9,%
floorplan,die-height,170,um
final_timing,hold_ws,0.169,ns
worst_hold_path,hold_start,"SPICLK_cpu",
final_timing,setup_viol,9,
critical_path,critPathKind,"reg2out",
worst_hold_path,whs_path_depth,5,
synthesis,ys_cells,756,
detailed_routing,ant_nets,0,
final_timing,hold_viol,0,
place,dp_hpwl,9830,um
detailed_routing,antenna_cells,0,
detailed_routing,first_pass_iters,4,
critical_path,r2r_cells,11,
critical_path,end_kind,"output pin",
floorplan,chip_area,29000,um2
clock_network,cts_tree,"yes",
synthesis,ys_top_cells_by_area,"edfxtp_1 (38%), dfxtp_1 (9.4%), dfrtp_1 (8.8%)",
synthesis,ys_types,68,
floorplan,io_pins,17,
floorplan,std_cell_rows,61,
synthesis,edf_count,107,
synthesis,ys_chip_area,8490,um2
final_timing,rsz0062_at_grt,"true",
-- cell type report --
cell class              count  area [um2]  share of cell area, %
clock inverters            11        93.8                  0.916
inverters                  30         115                   1.12
flip-flops and latches    182        4890                   47.8
repair buffers             37         327                   3.19
multi-input cells         525        3520                   34.3
clock buffers              36         826                   8.06
well taps                 378         473                   4.62
-- critical path, stage by stage (launching register included) --
cell     delay [ns]
dfrtn_1        0.47
mux4_2         0.53
mux2i_2        0.19
o31ai_2        0.11
buf_2          0.13
-- layer usage --
layer	global-route usage, %	share of wire [%]
met5	0	0
met4	2.19	1.9
met3	3.34	4.6
met2	16.7	45
met1	17.5	49
-- per-stage QoR --
step	worst slack, ns	cell area, um2	setup TNS [ns]	total power [W]
final	-0.811	10200	-4.32	0.00732
after CTS	-0.840	10100	-5.17	0.00716
after detailed placement	-0.773	9200	-4.09	0.00443
after global routing	-0.894	10200	-5.23	0.00770
after global placement	-0.731	9200	-3.73	0.00442
after floorplan	-0.248	8550	-1.23	0.00403
-- cell usage in the layout (no fill, tap or decap), types with 10 or more instances in the layout --
cell             count
and2_1              20
buf_4               20
dfrtp_1             30
clkdlybuf4s50_1     14
inv_1               28
xnor2_1             27
and3_1              24
edfxtp_1           107
dfxtp_1             40
ha_1                17
xor2_1              46
nand4_1             21
nor3_1              10
a21oi_1             13
clkbuf_16           32
nor2_1             111
mux2_2              11
nand2_1             53
nand3_1             35
-- what timing repair did --
| action | in CTS | in global routing |
|---|---|---|
| hold endpoints to repair | 0 | 0 |
| buffers inserted | 0 | 2 |
| hold buffers | 0 | 0 |
| gates resized | 4 | 31 |
| endpoints found under the setup margin | 9 | 9 |
| gates cloned | 0 | 0 |
| pin swaps | 1 | 3 |
-- power breakdown --
| group | internal, W | switching, W | leakage (nW) |
|---|---|---|---|
| logic | 0.000666 | 0.000807 | 1.57 |
| clock network | 0.00166 | 0.000998 | 0.450 |
| registers | 0.00286 | 0.000326 | 1.84 |
-- worst paths after layout --
kind	end
worst max-delay path	MISO_cpu
worst min-delay path	SPICLK_cpu_sync$_DFF_P_
worst max register to register	slave.datao[7]$_DFFE_PP_
worst min register to register	spi_i.sri[0].sr_reg[0]$_DFFE_PN0P_
max in group clk1	slave_valid_syc$_DFF_P_
max in group asynchronous	slave.bit_cnt[1]$_DFFE_NP0N_
min in group asynchronous	spi_i.sri[0].sr_reg[0]$_DFFE_PN0P_
min in group clk0	slave.datao[6]$_DFFE_PP_
-- Yosys cell counts (all sizes together) (21+ instances only) --
cell      n
nor2    112
edfxtp  107
nand2    54
xor2     46
dfxtp    40
nand3    37
dfrtp    30
inv      30
xnor2    27
and3     24
and2     21
ha       21
nand4    21
-- cell families (layout without fill, tap and decap cells) --
group	count (synthesis)	after routing	synth area share [%]
AOI/OAI and AO/OA	62	62	5.08
adders and majority gates	21	21	3.09
and+or+nand+nor	338	338	20.7
DFF	182	182	57.6
muxes	23	23	3.17
buffers and inverters	56	114	2.78
xor gates and xnor gates	73	73	7.53
other	1	8	0.0442
No activity file was given, so power comes from the tool's default toggle rates.
